**config.mk**
```make
export PLATFORM = sky130hd
export DESIGN_NAME = sr_latch
export DESIGN_NICKNAME = sr_latch
export VERILOG_FILES = /design/flow/design.v
export SDC_FILE = /design/flow/constraint.sdc
export NUM_CORES = 4
export LEC_CHECK = 1
export CORE_AREA = 10 10 70 70
export DIE_AREA = 0 0 80 80
```
**constraint.sdc**
```tcl
current_design sr_latch

set clk_period 1.1
set clk_io_pct 0.2

create_clock -name clk0 -period $clk_period [get_ports {clk}]

set non_clock_inputs [all_inputs -no_clocks]
set_input_delay [expr $clk_period * $clk_io_pct] -clock clk0 $non_clock_inputs
set_output_delay [expr $clk_period * $clk_io_pct] -clock clk0 [all_outputs]
```
**design.v**
```verilog
module sr_latch(in, out, clk, set, reset);
	parameter WIDTH = 8;
	input [WIDTH-1:0] in;
	output reg [WIDTH-1:0] out;
	input clk, set, reset;
	initial begin 
		out = 0;
	end
	always @(posedge clk) begin
		if(reset == 1'b1) out <= 0;
		else if(set == 1'b1) out <= in;
		else out <= out;
	end  
endmodule
```
**run.sh**
```bash
#!/bin/bash
# OpenROAD 26Q1-2900-gdf79404cd8, Yosys 0.63+post, stock flow scripts
make -C /OpenROAD-flow-scripts/flow DESIGN_CONFIG=/design/flow/config.mk WORK_HOME=/design/flow/orfs finish
```
==> flow_metrics.tcl <==
# collected from the flow reports
set metrics [dict create \
    layout_min_cycle_time_ps 1010 \
    tool_warnings 25 \
    r2r-end "out[2]" \
    htreeDepth 1 \
    fin_crit_sh_pct 91.5 \
    top_cells_by_area "dfxtp_1 56%, mux2i_1 28%, nor2_1 11%, buf_6 3.9%, buf_1 1.3%" \
    wl_per_cell_um 9.26 \
    grt_pass1_wl_um 1320 \
    antenna_cells 0 \
    cp_num_cells 1 \
    hold-path-endpoint "out[5]" \
    antenna_found_initial 0 \
    placed_cells 89 \
    crit_start "out[1]" \
    clock.fmax_mhz 993 \
    syn_area_per_cell_um2 11.0 \
    worstSetupPathType "register to output pin" \
    viasPerCell 2.65 \
    clk_path_buf_depth 2 \
    ys_cells 26 \
    finalMaxSlewViolations 0 \
    place.gp.congestion 0.664 \
    synth_cells 26 \
    ff_type "dfxtp_1" \
    grt_max_degree 9 \
    num_vias 244 \
    tightest_slew_ps 327 \
    setup_viol 0 \
    fin_total_pwr_w 0.000624 \
    grt.total_usage_pct 2.60 \
    path_delay_family "flip-flops" \
    cp.arrival_ps 790 \
    regMostFlops "out" \
    die_x_um 80 \
    cp_num_buf_inv 1 \
    wl_um 852 \
    grt_pass1_vias 291 \
    drc 0 \
    cts.sinks 8 \
    hold_depth 2 \
    hold_slack_ps 482 \
    crit_slowest_cell "dfxtp_2" \
    power.density_nw_per_um2 1130 \
    cts_buffers 3 \
    max_cap_viol_count 0 \
    cp-end-kind "output pin" \
    synth.top_cell.area_share_pct 56.1 \
    edf_count 0 \
    ys.warnings.count 1 \
    ir_worst_vdd_uv 212 \
    initialDrtViolationCount 7 \
    reg_top3 "out (8)" \
    rows 21 \
    postCtsHoldBufs 0 \
    ant_nets 0 \
    startpoint_type "register" \
    finalHoldViolCount 0 \
    stdcell_count 92 \
    largest_reg_flops 8 \
    clock_latency_ps 240 \
    ff2ff_path_depth 2 \
    r2r_slack_ps 480 \
    grt_setup_unrepaired "no" \
    cts_tree "built" \
    yosys-stat-area_um2 285 \
    synth_flops 8 \
    cp_max_fo 2 \
    pin_count 19 \
    fillers 392 \
    fp_util_pct 8.35 \
    place_area_um2 528 \
    yosysUniqueCellTypes 5 \
    leakage_nw 0.251 \
    path_clk_slew_ps 50 \
    maxSlewHeadroom_pct 78.1 \
    netlist_top_cells_count "8 x dfxtp_1, 8 x mux2i_1, 8 x nor2_1, 1 x buf_1, 1 x buf_6" \
    final_area_um2 551 \
    grt_overflow 0 \
    async_flop_share_pct 0 \
    hp-start "out[5]" \
    yosys.stat.seqShare_pct 56.1 \
    clock_skew_ps 0 \
    worst_ep_required_time_ps 880 \
    die_h_um 80 \
    syn_to_final_growth_pct 93.0 \
    crit_chain "dlygate4sd2_1" \
    reg2reg_from "out[2]" \
    max_stage_delay_ps 310 \
    die-area_um2 6400 \
    cts-root-buf "clkbuf_4" \
    outcome "complete, no violations" \
    drive_above_1_share_pct 26.1 \
    worstHoldPathType "register to register" \
    synthesis.area_um2 285 \
    first_pass_iters 2 \
    numPortBuffers 18 \
    core-area_um2 3420 \
    post_cts_buffers 0 \
    yosysTopAreaCell "dfxtp_1" \
]
metrics by stage:
| stage | utilization, % | setup WS (ps) | TNS, ps |
|---|---|---|---|
| floorplan | - | 422 | 0 |
| global placement | 15.5 | -125 | -973 |
| detailed placement | 15.5 | -143 | -1030 |
| CTS | 16.1 | 72.3 | 0 |
| global route | 16.1 | 39.8 | 0 |
| finish | 16.1 | 93.4 | 0 |
per-layer routing:
| metal | part of all wire, % | up-vias | routed length (um) | GRT usage [%] |
|---|---|---|---|---|
| li1 | - | 126 | - | - |
| met1 | 30 | 114 | 258 | 1.94 |
| met2 | 65 | 2 | 552 | 5.54 |
| met3 | 4.1 | 2 | 35 | 1.14 |
| met4 | 0.59 | 0 | 5 | 0.704 |
| met5 | 0 | - | 0 | 0 |
power by group:
part	leakage (nW)	switching (W)	internal, W
Sequential	0.0689	0.00000787	0.000311
Combinational	0.168	0.0000292	0.0000701
Clock	0.0138	0.0000820	0.000124
cell families after synthesis:
logic type             count (synthesis)  share of synthesized area (%)
flip-flops                             8                           56.1
AND/OR/NAND/NOR                        8                           10.5
multiplexers                           8                           28.1
buffers and inverters                  2                           5.26
cell type report:
| type | instances | area, um2 | area share, % |
|---|---|---|---|
| timing repair buffer | 19 | 190 | 34.5 |
| sequential | 8 | 170 | 30.9 |
| multi-input combinational | 16 | 110 | 20.0 |
| tap | 46 | 57.6 | 10.5 |
| clock buffer | 3 | 22.5 | 4.09 |
worst max path at each step:
stage            end
CTS           out[1]
global route  out[0]
finish        out[1]
cells in the final DEF, fill, tap and decap left out:
master,count
clkdlybuf4s50_1,10
mux2i_1,8
nor2_1,8
dfxtp_2,8
dlygate4sd2_1,8
clkbuf_4,3
buf_12,1
timing repair:
action / 4_1_cts / 5_1_grt
gates resized: 16 / 0
endpoints found under the hold margin: 0 / 0
setup endpoints to repair: 8 / 0
Power figures rest on the tool's default switching activity, not on a simulated workload.
